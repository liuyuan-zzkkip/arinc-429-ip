### /design/flow/design.v
`timescale 1ns/1ns
module A429_CS
(
	  rst_i
	, clk_i
	, irq_o	 
	, cyc_i
	, stb_i
	, adr_i
	, wnr_i
	, dat_i
	, dat_o
	, ack_o
	, tf_rs
	, tf_wr
	, tf_di
	, tf_cn
	, tf_fl
	, tf_af
	, tf_et
	, tf_ae
	, rf_rs
	, rf_rd
	, rf_do
	, rf_cn
	, rf_fl
	, rf_af
	, rf_et
	, rf_ae
	, tx_ena
	, rx_ena
	, tx_hi_spd
	, rx_hi_spd
	, lloop_ena
	, rloop_ena
);
parameter ENABLE_IRQ = 1;  
input  rst_i;
input  clk_i;
output irq_o;
reg    irq_o;
input             cyc_i;
input             stb_i;
input      [ 1:0] adr_i;
input             wnr_i;
input      [31:0] dat_i;
output reg [31:0] dat_o;
output reg        ack_o;
output            tf_rs;
output reg        tf_wr;
output reg [31:0] tf_di;
input      [15:0] tf_cn;
input             tf_fl;
input             tf_af;
input             tf_et;
input             tf_ae;
output       rf_rs;
output reg   rf_rd;
input [31:0] rf_do;
input [15:0] rf_cn;
input        rf_fl;
input        rf_af;
input        rf_et;
input        rf_ae;
output tx_ena;
output rx_ena;
output tx_hi_spd;
output rx_hi_spd;
output lloop_ena;
output rloop_ena;
wire[31:0] txsts;
wire[31:0] rxsts;
reg [31:0] cmd;
reg [ 7:0] sts_irq;
reg [23:20] tx_irq;
reg [23:20] rx_irq;
reg clr_tx_irq = 0;
reg clr_rx_irq = 0;
localparam st0 = 0;
localparam st1 = 1;
reg [0:0] state;
always @(posedge clk_i)
if(rst_i)
	begin
		cmd <= #1 0;
		tf_wr <= #1 0;
		rf_rd <= #1 0;
		ack_o <= #1 0;
		state <= #1 st0;
	end
else
	begin
		ack_o <= #1 0;
		tf_wr <= #1 0;
		rf_rd <= #1 0;
		clr_tx_irq <= #1 0;
		clr_rx_irq <= #1 0;
		case(state)	// synthesis parallel_case
			st0:
				if(stb_i & cyc_i)
					begin
						ack_o <= #1 1;
						state <= #1 st1;
						if(wnr_i)
							begin
								case(adr_i)	// synthesis parallel_case
									2'd0:
										begin
											tf_di <= #1 dat_i;
											tf_wr <= #1 ~tf_fl;
										end
									2'd1:
										begin
											cmd <= #1 dat_i;
										end
								endcase
							end
						else
							begin
								if(adr_i == 2'd0)
									rf_rd <= #1 ~rf_et;
								case(adr_i)	// synthesis parallel_case
									2'd0:	dat_o <= #1 rf_do;
									2'd1:	dat_o <= #1 cmd;
									2'd2:	begin dat_o <= #1 txsts; clr_tx_irq <= #1 1; end
									2'd3:	begin dat_o <= #1 rxsts; clr_rx_irq <= #1 1; end
								endcase
							end
					end
			st1:
				begin
					state <= #1 st0;
				end
		endcase
	end
assign tx_ena      = cmd[0];
assign tx_hi_spd   = cmd[1];
assign tf_rs       = cmd[2];
assign lloop_ena   = cmd[3];
assign rx_ena      = cmd[4];
assign rx_hi_spd   = cmd[5];
assign rf_rs       = cmd[6];
assign rloop_ena   = cmd[7];
assign txsts[15:0] = tf_cn;
assign txsts[16]   = tf_et;
assign txsts[17]   = tf_fl;
assign txsts[18]   = tf_ae;
assign txsts[19]   = tf_af;
assign txsts[20]   = tx_irq[20];
assign txsts[21]   = tx_irq[21];
assign txsts[22]   = tx_irq[22];
assign txsts[23]   = tx_irq[23];
assign rxsts[15:0] = rf_cn;
assign rxsts[16]   = rf_et;
assign rxsts[17]   = rf_fl;
assign rxsts[18]   = rf_ae;
assign rxsts[19]   = rf_af;
assign rxsts[20]   = rx_irq[20];
assign rxsts[21]   = rx_irq[21];
assign rxsts[22]   = rx_irq[22];
assign rxsts[23]   = rx_irq[23];
generate
if(ENABLE_IRQ)
begin
reg last_tf_et;
reg last_tf_fl;
reg last_tf_ae;
reg last_tf_af;
reg last_rf_et;
reg last_rf_fl;
reg last_rf_ae;
reg last_rf_af;
always @(posedge clk_i)
begin
    last_tf_et <= #1 tf_et;
    last_tf_fl <= #1 tf_fl;
    last_tf_ae <= #1 tf_ae;
    last_tf_af <= #1 tf_af;
    last_rf_et <= #1 rf_et;
    last_rf_fl <= #1 rf_fl;
    last_rf_ae <= #1 rf_ae;
    last_rf_af <= #1 rf_af;
end
reg pe_tf_et;
reg pe_tf_fl;
reg pe_tf_ae;
reg pe_tf_af;
reg pe_rf_et;
reg pe_rf_fl;
reg pe_rf_ae;
reg pe_rf_af;
always @(posedge clk_i)
begin
    pe_tf_et <= #1 tf_et && !last_tf_et;
    pe_tf_fl <= #1 tf_fl && !last_tf_fl;
    pe_tf_ae <= #1 tf_ae && !last_tf_ae;
    pe_tf_af <= #1 tf_af && !last_tf_af;
    pe_rf_et <= #1 rf_et && !last_rf_et;
    pe_rf_fl <= #1 rf_fl && !last_rf_fl;
    pe_rf_ae <= #1 rf_ae && !last_rf_ae;
    pe_rf_af <= #1 rf_af && !last_rf_af;
end
reg pe_tf_et_last;
reg pe_tf_fl_last;
reg pe_tf_ae_last;
reg pe_tf_af_last;
reg pe_rf_et_last;
reg pe_rf_fl_last;
reg pe_rf_ae_last;
reg pe_rf_af_last;
always @(posedge clk_i)
begin
	pe_tf_et_last <= #1 pe_tf_et;
	pe_tf_fl_last <= #1 pe_tf_fl;
	pe_tf_ae_last <= #1 pe_tf_ae;
	pe_tf_af_last <= #1 pe_tf_af;
	pe_rf_et_last <= #1 pe_rf_et;
	pe_rf_fl_last <= #1 pe_rf_fl;
	pe_rf_ae_last <= #1 pe_rf_ae;
	pe_rf_af_last <= #1 pe_rf_af;
end
always @(posedge clk_i)
begin
begin
	if((pe_tf_et | pe_tf_et_last) & cmd[ 8]) tx_irq[20] <= #1 1; else if(clr_tx_irq) tx_irq[20] <= #1 0;
	if((pe_tf_fl | pe_tf_fl_last) & cmd[ 9]) tx_irq[21] <= #1 1; else if(clr_tx_irq) tx_irq[21] <= #1 0;
	if((pe_tf_ae | pe_tf_ae_last) & cmd[10]) tx_irq[22] <= #1 1; else if(clr_tx_irq) tx_irq[22] <= #1 0;
	if((pe_tf_af | pe_tf_af_last) & cmd[11]) tx_irq[23] <= #1 1; else if(clr_tx_irq) tx_irq[23] <= #1 0;
end
begin
	if((pe_rf_et | pe_rf_et_last) & cmd[12]) rx_irq[20] <= #1 1; else if(clr_rx_irq) rx_irq[20] <= #1 0;
	if((pe_rf_fl | pe_rf_fl_last) & cmd[13]) rx_irq[21] <= #1 1; else if(clr_rx_irq) rx_irq[21] <= #1 0;
	if((pe_rf_ae | pe_rf_ae_last) & cmd[14]) rx_irq[22] <= #1 1; else if(clr_rx_irq) rx_irq[22] <= #1 0;
	if((pe_rf_af | pe_rf_af_last) & cmd[15]) rx_irq[23] <= #1 1; else if(clr_rx_irq) rx_irq[23] <= #1 0;
end
end
always @(posedge clk_i)
	irq_o <= #1 |tx_irq[23:20] | |rx_irq[23:20];
end
endgenerate
endmodule
### /design/flow/run.sh
#!/bin/bash
# OpenROAD 26Q1-2900-gdf79404cd8, Yosys 0.63+post, stock flow scripts
make -C /OpenROAD-flow-scripts/flow DESIGN_CONFIG=/design/flow/config.mk WORK_HOME=/design/flow/orfs finish
### /design/flow/config.mk
export PLATFORM = sky130hd
export DESIGN_NAME = A429_CS
export DESIGN_NICKNAME = A429_CS
export VERILOG_FILES = /design/flow/design.v
export SDC_FILE = /design/flow/constraint.sdc
export NUM_CORES = 4
export LEC_CHECK = 1
export CORE_UTILIZATION = 50
### /design/flow/constraint.sdc
current_design A429_CS

set clk_period 5.3
set clk_io_pct 0.2

create_clock -name clk0 -period $clk_period [get_ports {clk_i}]

set non_clock_inputs [all_inputs -no_clocks]
set_input_delay [expr $clk_period * $clk_io_pct] -clock clk0 $non_clock_inputs
set_output_delay [expr $clk_period * $clk_io_pct] -clock clk0 [all_outputs]
==> results.yml <==
# implementation run metrics
synth:
  postSynthAreaPerCell_sq_um: 15.0
  ys_area_sq_um: 5030
  ys_types: 23
  ys_seq_share_pct: 66.5
  syn_inst: 336
  ys_cells: 336
  netlist_area_sq_um: 5030
  ys_ff: 134
  yosysWarnings: 18
sta:
  setup_tns_ns: 0
  slew_headroom_pct: 60.5
  finClkSkew_ns: 0.00842
  final-hold-violation-count: 0
  fin_crit_sh_pct: 47.4
  timing.fmax_mhz: 398
  fin_crit_ns: 2.51
  worstMarginPinSlew_ns: 0.593
  setup_viol: 0
  final_max_slew_viol_count: 0
  rsz0062_at_grt: "false"
clocking:
  htree_levels: 4
  postCtsResizedCells: 0
  clk_path_buf_depth: 2
  clkSinkCount: 134
  hold_buffers: 0
  postCtsSetupRepairBufs: 0
  cts_tree: "built"
  cts_root_buf: "clkbuf_8"
  clk_pin_slew_ns: 0.06
  clock.latency.late_pin_ns: 0.51
  cts_inserted_buffers: 17
cells_and_area:
  area_growth_pct: 48.7
  n_fill_cell: 613
  ff_latch_area_sq_um: 3340
  logic_area_sq_um: 1470
  lay_top_cells: "clkdlybuf4s50_1, dfxtp_1, edfxtp_1, nand2_1, mux2i_1"
  lay_top_count: "clkdlybuf4s50_1"
  drive_gt1_share_pct: 13.4
  final_area_sq_um: 7480
routing:
  drt-vias-per-instance: 4.96
  diodes: 0
  first_pass_iters: 4
  vias: 3356
  drt_wl_total_microns: 11100
  ant_nets: 0
  first_iter_violations: 56
  drc: 0
  drt-wirelength-per-cell_microns: 16.3
pwr:
  p_per_area_nw_per_um2: 318
  ir_drop_mv: 0.193
  p_seq_share_pct: 47.1
  pwr-share-clk_pct: 45.4
  power_frac_comb_pct: 7.5
  intPower_w: 0.00186
  cellLeakagePower_nw: 2.67
  p_switching_w: 0.000518
  swShare_pct: 21.8
flow_run:
  warnings: 26
  maxCapViolations: 0
run_status:
  status: "complete, no violations"
global_routing:
  grtUsageTotal_pct: 23.2
  grt_pass1_wl_microns: 16900
  grt_pass1_vias: 3388
  grt_max_degree: 51
  grt-ovfl-total: 0
  antenna_found_initial: 0
setup_path:
  cp.arrival_ns: 2.67
  timing.rr.start: "ack_o"
  reg2reg_setup_slack_ns: 3.45
  r2r_end: "tf_di[17]"
  path_class: "primary input to flop"
  cp.required_ns: 5.45
  cp_max_fo: 32
  endpoint_kind: "flop"
  cp-start-kind: "primary input"
  worst_r2r_path_depth: 4
worst_hold_path:
  min_to: "genblk1.pe_tf_et_last"
  min_path_type: "flop to flop"
  hold_depth: 0
  min_from: "genblk1.pe_tf_et"
die:
  die_y_microns: 102
  fp.coreArea_sq_um: 9770
  pin_count: 187
  die_area_sq_um: 10500
  core.rowCount: 36
  die_w_microns: 102
  initCoreUtil_pct: 51.5
placement:
  placed_cell_area_sq_um: 6920
  io_buffers: 186
  gp_congestion: 0.776
  dpl.hpwl_microns: 7730
[metal layers]
| layer | routed length [microns] | share of wire, % | GRT usage, % |
|---|---|---|---|
| met5 | 0 | 0 | 0 |
| met4 | 112 | 1.0 | 2.53 |
| met3 | 1020 | 9.2 | 7.79 |
| met2 | 5260 | 48 | 35.0 |
| met1 | 4660 | 42 | 37.8 |
[cell families (layout without fill, tap and decap cells)]
kind of cell,count (synthesis),count (layout),share of synthesized area (%)
AND-OR/OR-AND,16,16,1.59
AND/OR/NAND/NOR,94,94,8.63
buffers and inverters,28,235,4.63
multiplexers,64,64,18.7
flip-flops,134,134,66.5
[critical path, stage by stage]
cell             delay (ns)
clkdlybuf4s50_1        0.50
nand3b_4               0.14
or4_4                  0.47
nor2_4                 0.09
buf_4                  0.39
[area by class of cell]
class                   count  share of cell area [%]
inverters                  10                   0.502
clock inverters            13                    1.46
well taps                 133                    2.22
repair buffers            193                    25.5
clock buffers              19                    6.05
multi-input cells         174                    19.6
flip-flops and latches    134                    44.7
[Yosys cell counts (all sizes together)]
cell,instances,area share [%]
mux2i,40,8.0
nand2,66,5.0
nor2b,8,0.99
nor3,4,0.62
o21ai,16,1.6
edfxtp,66,39
nand3b,1,0.40
buf,13,2.5
or4,1,0.22
nor2,10,0.75
dfxtp,68,27
mux4,24,11
dlymetal6s2s,1,0.25
inv,10,0.75
nor4b,1,0.17
nor4,2,0.25
clkbuf,4,1.1
and4bb,1,0.25
[flip-flops by register name (all words and copies together), names as in the netlist, 4 cells and up]
| signal | flops |
|---|---|
| cmd | 32 |
| dat_o | 32 |
| tf_di | 32 |
| rx_irq | 4 |
| tx_irq | 4 |
[power by group through the flow]
| stage | sequential (W) | clock, W | combinational [W] |
|---|---|---|---|
| after CTS | 0.00112 | 0.00110 | 0.000181 |
| after global routing | 0.00112 | 0.00115 | 0.000193 |
| final | 0.00112 | 0.00108 | 0.000179 |
[worst max-delay path by stage]
stage,startpoint,endpoint,slack (ns),cells past startpoint
4_1_cts,cyc_i,tf_di[17],2.77,5
5_1_grt,adr_i[0],cmd[5],2.69,6
6_report,cyc_i,tf_di[17],2.79,5
[stage by stage]
stage	power [W]	setup slack (ns)	hold slack, ns	util [%]	cells
final	0.00238	2.79	0.347	76.5	676
after global routing	0.00246	2.69	0.353	76.5	676
after CTS	0.00240	2.77	0.347	76.5	676
after detailed placement	0.00132	2.23	0.335	70.8	644
after global placement	0.00132	2.26	0.330	70.8	644
after floorplan	0.00121	1.46	0.326	-	336
No activity file was given, so power comes from the tool's default toggle rates.
